[design/flow/design.v]
module part3(
	input  clk,
	input  rst,
    input  [7:0] key,
	output [6:0] seg
);
wire [6:0] z;
assign seg = z;
reg [3:0] STATE = 0;
reg [3:0] STATE_next = 0;
reg [3:0] hex = 0;
reg [3:0] hex_next = 0;
reg [24:0] delay = 25'h0000000;
reg on = 0;
always_ff @(posedge clk) begin
    if (rst) begin
        delay <= 25'h0;
    end else begin
       delay <= delay - 1'b1; 
	   if(delay == 25'hFFFFFFF) begin
	       on <= ~on;
	   end
    end 
end
hexto7segment h(.x(hex), .z(z));
always_comb begin
	STATE_next = STATE;
	hex_next   = hex;
	case(STATE)
		0: begin
			hex_next = 4'h0;
			STATE_next = STATE + 1;
		end
		1: begin
			hex_next = 4'h1;
			STATE_next = STATE + 1;
		end
		2: begin
			hex_next = 4'h2;
			STATE_next = STATE + 1;
		end
		3: begin
			hex_next = 4'h3;
			STATE_next = STATE + 1;
		end
		4: begin
			hex_next = 4'h4;
			STATE_next = STATE + 1;
		end
		5: begin
			hex_next = 4'h5;
			STATE_next = STATE + 1;
		end
		6: begin
			hex_next = 4'h6;
			STATE_next = STATE + 1;
		end
		7: begin
			hex_next = 4'h7;
			STATE_next = STATE + 1;
		end
		8: begin
			hex_next = 4'h8;
			STATE_next = STATE + 1;
		end
		9: begin
			hex_next = 4'h9;
			STATE_next = 0;
		end
	endcase
end
always@(posedge on) begin
	STATE <= STATE_next;
	hex   <= hex_next;
end
endmodule
module hexto7segment(
    input  [3:0]x,
    output reg [6:0]z
    );
always @(*) begin
		case (x)
			4'b0000: z = 7'b0000001;  
			4'b0001: z = 7'b1001111;  
			4'b0010: z = 7'b0010010;  
			4'b0011: z = 7'b0000110;  
			4'b0100: z = 7'b1001100;  
			4'b0101: z = 7'b0100100;  
			4'b0110: z = 7'b0100000;  
			4'b0111: z = 7'b0001111;  
			4'b1000: z = 7'b0000000;  
			4'b1001: z = 7'b0000100;  
			default: z = 7'b0000001;  
		endcase
end
endmodule
[design/flow/run.sh]
#!/bin/bash
# OpenROAD 26Q1-2900-gdf79404cd8, Yosys 0.63+post, stock flow scripts
make -C /OpenROAD-flow-scripts/flow DESIGN_CONFIG=/design/flow/config.mk WORK_HOME=/design/flow/orfs finish
[design/flow/config.mk]
export PLATFORM = sky130hd
export DESIGN_NAME = part3
export DESIGN_NICKNAME = part3
export VERILOG_FILES = /design/flow/design.v
export SDC_FILE = /design/flow/constraint.sdc
export NUM_CORES = 4
export LEC_CHECK = 1
export CORE_AREA = 10 10 114 114
export DIE_AREA = 0 0 124 124
[design/flow/constraint.sdc]
current_design part3

set clk_period 6.2
set clk_io_pct 0.2

create_clock -name clk0 -period $clk_period [get_ports {clk}]

set non_clock_inputs [all_inputs -no_clocks]
set_input_delay [expr $clk_period * $clk_io_pct] -clock clk0 $non_clock_inputs
set_output_delay [expr $clk_period * $clk_io_pct] -clock clk0 [all_outputs]
==> GITHUB_STEP_SUMMARY <==
### Flow metrics

| Metric | Value |
|---|---|
| Metal2 WL | 1.24 mm |
| Post-Synthesis Cells | 193 |
| Min cycle time layout | 2910 ps |
| Pwr/cell area | 277 nW/um2 |
| Die height | 124 um |
| Hold Crit Start | delay[0] |
| Critical Path Source Type | input port |
| Cts repair resizes | 0 |
| Hold crit path type | register to register |
| Post-synth top area cell | dfxtp_1 |
| Initial DRC count | 59 |
| DR DRC count | 0 |
| Final Hold Fails | 0 |
| Area occupied by registers | 771 um2 |
| Hold Path Sink | delay[0] |
| RSZ-0062 raised after global routing | no |
| ANT cells | 0 |
| Setup TNS | 0 ps |
| Row count | 37 |
| # fillers | 1127 |
| DRT Pass-1 Iters | 4 |
| Yosys reg bits | 34 |
| Vias in the first global route | 1198 |
| Most common logic cells in the final layout | dfxtp_1, nor2_1, a21oi_1, o21ai_0, ha_1 |
| Hold Buf Count CTS | 0 |
| Flop pwr share | 47.0% |
| Longest Clk Path Bufs | 2 |
| DRT Wirelength | 2.99 mm |
| Synth Flop Type | dfxtp_1 |
| Yosys cell types | 37 |
| Via count | 1337 |
| Met3 wire len | 138 um |
| Port bufs | 8 |
| Synth Cell Area | 1770 um2 |
| Slew Limit Headroom | 59.0% |
| Total CTS buffers | 3 |
| Tool warning count | 40 |
| Combinational fraction of design power | 36.0% |
| Ys Warns | 3 |
| FF-to-FF path depth | 6 |
| Outcome | completed |
| Endpoints left unconstrained | 23 |
| Post-synth EDFFs | 9 |
| Post-synth top area share | 28.2% |
| Syn_area_per_cell | 9.18 um2 |
| Critical Path RT | 6140 ps |
| Setup-failing EPs final | 0 |
| Antenna violations before repair | 0 |
| Max Fclk | 343 MHz |
| Yosys cell count | 193 |
| CTS tree | yes |
| WHS Path Cells | 1 |
| Logic area | 918 um2 |
| Dpl cell area | 1980 um2 |
| Cell-internal power | 358 uW |
| M1 wire length | 1.57 mm |
| Final Max Slew Viols | 0 |
| Register pins left without a clock | 8 |
| Max-cap violation count | 0 |
| R2r startpoint | delay[0] |
| GP Congestion | 0.803 |
| Die ar. | 15400 um2 |
| Slew @ Worst Pin | 609 ps |
| Post-CTS Setup Bufs | 0 |
| Psw | 204 uW |
| Most common logic cell in the routed design | dfxtp_1 |
| GRT overflow | 0 |
| Late-Pin Clk Latency | 270 ps |
| Share of layout cells above drive strength 1 | 7.11% |
| Final instance area | 2030 um2 |
| Die Span X | 124 um |
| Htree depth | 1 |
| Final core occ | 19.4% |
| First-pass GRT wire length | 5.33 mm |
| Vias per cell | 4.02 |
| Yosys Chip Area | 1770 um2 |
| Dpl hpwl | 2.15 mm |
| Synth area leaders | dfxtp_1, edfxtp_1, ha_1 |
| Sw frac | 36.3% |
| Sequential share of the synthesized area | 43.5% |
| Leak pwr | 0.000741 uW |
| All-Layer GR Usage | 3.98% |
| CP Max Fanout | 28 |
| Reg2reg setup slack | 3860 ps |
| Setup CP Type | input port to register |
| Area Overhead vs Synth | 14.3% |
| Fraction of registers with async set/reset | 0% |
| Reg2Reg Capture Point | delay[22] |
| Hold slack | 486 ps |
| Fin Clk Skew | 3.97 ps |
| VDD IR-drop max | 0.258 mV |
| Fp util | 17.0% |
| Largest net degree at the start of global routing | 29 |
| Uppermost layer routed | met4 |
| Reg clk slew, reported paths | 90 ps |
| Post-layout period usage | 47.0% |
| CP endpoint kind | register |
| Routed len/inst | 8.97 um |
| # IOs | 17 |
| Core ar. | 10400 um2 |
| Worst Path Arrival | 2860 ps |
| Clock Power Share | 17.1% |
| Root Driver | clkbuf_8 |
| Final ANT Viol Nets | 0 |
## layout make-up
cell class / instances / share of cell area [%]
clock buffer: 4 / 2.22
inverter: 9 / 1.67
multi-input combinational: 141 / 45.3
sequential: 34 / 38.0
tap: 136 / 8.40
timing repair buffer: 9 / 4.32
## worst max-delay path, stage by stage
cell,delay [ps]
clkdlybuf4s50_1,400
buf_4,220
nand4b_1,220
or4_1,400
nor4_1,370
## worst max-delay path by stage
stage                 from  end  slack [ps]
after global routing   rst   on        3150
after CTS              rst   on        3290
final                  rst   on        3290
## synthesized netlist by cell type (3+ instances only)
library cell / instances
or3_1: 6
inv_1: 9
nor2_1: 22
nor3_1: 4
nand4_1: 4
nand2_1: 8
o21ai_0: 13
or3_2: 3
or4_1: 5
ha_1: 10
clkbuf_1: 7
edfxtp_1: 9
o31ai_1: 4
nand3_1: 4
nor2b_1: 3
xnor2_1: 6
dfxtp_1: 25
a21oi_1: 18
nor4_1: 8
or4_4: 3
## routing by layer
metal,global-route usage [%],vias up
li1,-,715
met2,5.99,15
met1,5.86,605
met4,0.863,0
met3,0.735,2
met5,0,-
## registers in the layout, summed over array words and instances (netlist names)
signal,cells
delay,25
STATE,4
on,1
hex,4
## kinds of logic (layout without fill, tap and decap cells)
kind of cell	after synthesis	count (layout)	synth area share, %
compound gates	41	41	13.2
xor+xnor	7	7	3.46
fa+ha+maj	10	10	7.06
buf+inv	18	22	4.66
flops	34	34	43.5
mux	3	3	1.84
simple gates	80	80	26.3
## power groups by stage
stage	Combinational (uW)	Clock [uW]	Sequential (uW)
final	202	95.8	264
after global routing	227	106	273
after CTS	201	102	263
## per-stage QoR
step | setup WS [ps] | power, uW | instances
detailed placement | 3010 | 466 | 329
finish | 3290 | 561 | 333
floorplan | 3710 | 429 | 193
global placement | 3020 | 461 | 329
global route | 3150 | 607 | 333
CTS | 3290 | 567 | 333
Power and IR drop assume default switching activity.
