## design.v

```verilog
`timescale 1ns/1ps
module part2(
    input clk,
    input rst,
    input [7:0] key,
    output [3:0] led
);
logic [27:0] delay = 28'h0000000;
logic [27:0] next_delay;
logic on;
logic next_on;
assign led = {on, on, on, on};
always_ff @(posedge clk) begin
    if (rst) begin
        delay <= 28'h0000000;
        on <= 1'b0;
    end else begin
        delay <= next_delay;
        on <= next_on;
    end
end
always_comb begin
    next_delay = delay + 1'b1;
    next_on = on;
	if(delay >= 28'h7FFFFFF && delay < 28'hFFFFFFF) begin
		next_on = ~on;
	end else if (delay == 28'hFFFFFFF) begin
        next_on = ~on;
        next_delay = 28'h0000000;
    end
end
endmodule
```

## constraint.sdc

```tcl
current_design part2

set clk_period 4.5
set clk_io_pct 0.2

create_clock -name clk0 -period $clk_period [get_ports {clk}]

set non_clock_inputs [all_inputs -no_clocks]
set_input_delay [expr $clk_period * $clk_io_pct] -clock clk0 $non_clock_inputs
set_output_delay [expr $clk_period * $clk_io_pct] -clock clk0 [all_outputs]
```

## run.sh

```bash
#!/bin/bash
# OpenROAD 26Q1-2900-gdf79404cd8, Yosys 0.63+post, stock flow scripts
make -C /OpenROAD-flow-scripts/flow DESIGN_CONFIG=/design/flow/config.mk WORK_HOME=/design/flow/orfs finish
```

## config.mk

```make
export PLATFORM = sky130hd
export DESIGN_NAME = part2
export DESIGN_NICKNAME = part2
export VERILOG_FILES = /design/flow/design.v
export SDC_FILE = /design/flow/constraint.sdc
export NUM_CORES = 4
export LEC_CHECK = 1
export CORE_AREA = 10 10 89 89
export DIE_AREA = 0 0 99 99
```

==> run_results.csv <==
group,metric,value,unit
synthesis,aoi_share,12.62,%
die,placementRows,28,
cts,cts.reportedPaths.clkPinSlew,0.06,ns
detailed_routing,final_antenna_net_count,0,
synthesis,yosys.stat.seqShare,41.24,%
timing,slew_headroom,54.46,%
setup_path,worst_setup_path_start_kind,"flop",
synthesis,synth_cells,165,
detailed_routing,drt-total-wl,2.592,mm
cts,cts_setup_buffers,0,
synthesis,edf_count,0,
setup_path,r2r-start,"delay[0]",
setup_path,slowest_delay,0.66,ns
status,outcome,"complete, no violations",
timing,finalMaxSlewViolations,0,
detailed_routing,n_antenna_cell,0,
hold_path,hp-class,"reg2reg",
setup_path,crit_buf_inv,0,
detailed_routing,first_pass_iters,6,
timing,clock.fmax,461.0,MHz
timing,finalSetupViolCount,0,
place,port_buffers,5,
place,place_congestion,0.7757,
synthesis,ff_type,"dfxtp_1",
setup_path,crit_chain,"ha_1 -> nand3_1 -> or4_1 -> or4_1 -> a21oi_1",
synthesis,ys_sh_mux,0,%
pwr,pwr_density_cell,314.9,nW/um^2
die,initCoreUtil,23.50,%
synthesis,ys_cells,165,
timing,hold_viol_final,0,
synthesis,top_logic_kind,"simple AND/OR/NAND/NOR gates",
timing,period_needed,2.169,ns
place,place.detailed.hpwl,1.734,mm
setup_path,worstSetupPathType,"reg2reg",
detailed_routing,drc_errors,0,
layout,drive_gt1_share,7.143,%
global_routing,grt_max_degree,23,
cts,cts_buffers,5,
global_routing,grt_usage,5.470,%
layout,final_layout_top_logic_cell,"dfxtp_1",
pwr,static-leakage-power,0.4612,nW
cts,htreeDepth,2,
die,die_width,99,um
cts,holdBufCountCts,0,
timing,rsz0062_at_grt,"false",
run,cap_violations,0,
layout,flop_area,580.6,sq um
setup_path,required,4.70,ns
setup_path,r2r_end,"delay[24]",
setup_path,rrSetupSlack,2.33,ns
global_routing,grt_overflow,0,
global_routing,grt_pass1_vias,1082,
synthesis,ys_area,1408,sq um
die,fp.dieH,99,um
die,dieArea,9801,sq um
setup_path,reg2regPathDepth,5,
setup_path,worst-path-stages,5,
global_routing,grt_pass1_wl,4.747,mm
setup_path,cp_top_family,"simple AND/OR/NAND/NOR gates",
hold_path,hold_path_end,"delay[0]",
setup_path,critPathMaxFanout,8,
layout,logic_area,753.2,sq um
pwr,finalPower,0.0005008,W
cts,ctsResizeCount,0,
timing,finalSetupTns,0,ns
detailed_routing,drtIter0Drc,53,
synthesis,ys.warnings.count,1,
setup_path,slowest_stage,"or4_1",
timing,clock_skew,0.006344,ns
synthesis,ys_sh_xor,8.711,%
cts,cts_sinks,29,
detailed_routing,routed-via-count,1140,
setup_path,cp-end-kind,"flop",
cts,cts.path.max_buffers,2,
setup_path,critPathArrivalTime,2.37,ns
hold_path,hold_path.startpoint,"delay[0]",
layout,mostFrequentLayoutCells,"dfxtp_1 (29), nor2_1 (17), a21oi_1 (13)",
synthesis,mappedNetlistArea,1408,sq um
synthesis,synthAdderAreaFrac,0.8889,%
setup_path,cp_common_cell,"or4_1",
timing,min_period_over_period,48.20,%
cts,cts_root_buffer,"clkbuf_8",
synthesis,ys.flops,29,
die,ios,14,
synthesis,simple_gate_share,30.76,%
cts,tritoncts,"built",
detailed_routing,viasPerCell,4.691,
cts,clkLatencyLatePin,0.28,ns
hold_path,hold_depth,1,
run,warning_count,33,
synthesis,synth_cell_types,33,
pwr,ir_drop,0.0001324,V
global_routing,antenna_found_initial,0,
timing,worst_pin_slew,0.6768,ns
layout,area_growth,12.98,%
layout,final_util,26.55,%
detailed_routing,routedWlPerCell,10.67,um
synthesis,syn_area_per_cell,8.531,sq um
layout,fillers,646,
die,core_area,5991,sq um
synthesis,synthArstFlopShare,0,%
[cells by family after synthesis]
group                      after synthesis
AOI/OAI and AO/OA                       29
xor gates and xnor gates                14
buffers and inverters                   15
and+or+nand+nor                         77
DFF                                     29
adders and majority gates                1
[metrics by stage]
stage | setup WS, ns | instances | hold slack, ns | area (sq um)
after floorplan | 2.546 | 165 | 0.4372 | 1408
after global placement | 2.155 | 236 | 0.4615 | 1504
after detailed placement | 2.159 | 236 | 0.4692 | 1504
after CTS | 2.329 | 243 | 0.4829 | 1590
after global routing | 2.188 | 243 | 0.5134 | 1590
final | 2.331 | 243 | 0.4772 | 1590
[sequential cells by signal, indices dropped and copies added, names as in the netlist]
register and count:
delay 28, on 1
[cell usage after synthesis, drive strengths merged, types with 3 or more instances]
master | count | area, sq um
buf | 7 | 51.30
or4 | 9 | 71.32
nor4 | 6 | 37.54
xnor2 | 8 | 70.07
nor2 | 17 | 63.81
dfxtp | 29 | 580.6
and3 | 3 | 18.77
o31ai | 7 | 52.55
xor2 | 6 | 52.55
a21oi | 13 | 65.06
o21ai | 4 | 20.02
clkbuf | 3 | 11.26
nand4 | 7 | 43.79
inv | 5 | 18.77
nand2 | 11 | 41.29
nand3 | 11 | 60.06
[worst register-to-register path, cell delays in order (launching register included)]
cell and delay, ns:
dfxtp_1 0.39, ha_1 0.22, nand3_1 0.18, or4_1 0.66, or4_1 0.51, a21oi_1 0.14
[final cells by class]
class	instances	area share, %
clock buffer	7	5.429
inverter	5	1.180
timing repair buffer	6	3.619
multi-input combinational	121	47.36
tap	75	5.901
sequential	29	36.51
[where the power goes]
part	switching (W)	internal [W]
logic	0.00000836	0.0000149
clock network	0.0000911	0.000121
registers	0.00000474	0.000261
[worst max path at each step]
| stage | slack, ns | end | from |
|---|---|---|---|
| 4_1_cts | 2.33 | delay[24] | delay[0] |
| 5_1_grt | 2.19 | delay[24] | delay[0] |
| 6_report | 2.33 | delay[24] | delay[0] |
[metal layers]
layer | up-vias | wire length, um | GRT usage (%)
met1 | 511 | 1395 | 7.913
met4 | 0 | 8 | 0.7718
met2 | 18 | 1047 | 7.665
li1 | 609 | - | -
met3 | 2 | 141 | 2.114
met5 | - | 0 | 0
Power is estimated from default activity; no workload was simulated.
